## ./run.sh

```bash
#!/bin/bash
# OpenROAD 26Q1-2900-gdf79404cd8, Yosys 0.63+post, stock flow scripts
make -C /OpenROAD-flow-scripts/flow DESIGN_CONFIG=/design/flow/config.mk WORK_HOME=/design/flow/orfs finish
```

## ./config.mk

```make
export PLATFORM = sky130hd
export DESIGN_NAME = control_unit
export DESIGN_NICKNAME = control_unit
export VERILOG_FILES = /design/flow/design.v
export SDC_FILE = /design/flow/constraint.sdc
export NUM_CORES = 4
export LEC_CHECK = 1
export CORE_AREA = 10 10 106 106
export DIE_AREA = 0 0 116 116
export SYNTH_HDL_FRONTEND = slang
```

## ./constraint.sdc

```tcl
current_design control_unit

set clk_period 2.6
set clk_io_pct 0.2

create_clock -name clk0 -period $clk_period [get_ports {clk}]

set non_clock_inputs [all_inputs -no_clocks]
set_input_delay [expr $clk_period * $clk_io_pct] -clock clk0 $non_clock_inputs
set_output_delay [expr $clk_period * $clk_io_pct] -clock clk0 [all_outputs]
```

## ./design.v

```verilog
package k_and_s_pkg;
  typedef enum  logic [4:0] {
    I_NOP,
    I_LOAD,
    I_STORE,
    I_MOVE,
    I_ADD,
    I_SUB,
    I_AND,
    I_OR,
    I_BRANCH,
    I_BZERO,
    I_BNZERO,
    I_BNEG,
    I_BNNEG,
    I_HALT
} decoded_instruction_type;   
endpackage : k_and_s_pkg
module control_unit
    import k_and_s_pkg::*;   
    (
        input  logic                    rst_n,
        input  logic                    clk,
        output logic                    branch,
        output logic                    pc_enable,
        output logic                    ir_enable,
        output logic                    write_reg_enable,
        output logic                    addr_sel,
        output logic                    c_sel,
        output logic              [1:0] operation,
        output logic                    flags_reg_enable,
        input  decoded_instruction_type decoded_instruction,
        input  logic                    zero_op,
        input  logic                    neg_op,
        input  logic                    unsigned_overflow,
        input  logic                    signed_overflow,
        output logic                    ram_write_enable,
        output logic                    halt
    );
    typedef enum logic [3:0] {    
        FETCH,
        DECODE,
        BRANCH,
        EXEC,
        WB,
        LOAD,
        WB_LOAD,
        STORE,
        W_MEM,
        PC_EN,
        HALT
    } state_t;
    state_t state;
    initial begin
        state <= FETCH;   
    end
    always @(posedge clk) begin   
        if(rst_n == 0) begin
            state <= FETCH;
        end
        case(state)  
            FETCH: begin
                addr_sel <= 1'b1;           
                ir_enable <= 1'b1;          
                branch <= 1'b0;             
                pc_enable <= 1'b0;          
                ram_write_enable <= 1'b0;   
                c_sel <= 1'b0;              
                flags_reg_enable <= 1'b0;   
                write_reg_enable <= 1'b0;   
                halt <= 1'b0;               
                state <= DECODE;
            end
            DECODE: begin
                ir_enable <= 1'b0;
                case(decoded_instruction)
                    I_NOP: begin
                        state <= PC_EN;
                    end
                    I_LOAD: begin
                        state <= LOAD;
                    end
                    I_STORE: begin
                        state <= STORE;
                    end
                    I_MOVE: begin
                        operation <= 2'b00;
                        state <= EXEC;
                    end
                    I_ADD: begin
                        operation <= 2'b01;
                        state <= EXEC;
                    end
                    I_SUB: begin
                        operation <= 2'b10;
                        state <= EXEC;
                    end
                    I_AND: begin
                        operation <= 2'b11;
                        state <= EXEC;
                    end
                    I_OR: begin
                        operation <= 2'b00;
                        state <= EXEC;
                    end
                    I_BRANCH: begin
                        state <= BRANCH;
                    end
                    I_BZERO: begin
                        if (zero_op == 1'b1) begin
                            state <= BRANCH;
                        end else begin
                            state <= PC_EN;
                        end
                    end
                    I_BNZERO: begin
                        if (zero_op == 1'b0) begin
                            state <= BRANCH;
                        end else begin
                            state <= PC_EN;
                        end
                    end
                    I_BNEG: begin
                        if (neg_op == 1'b1) begin
                            state <= BRANCH;
                        end else begin
                            state <= PC_EN;
                        end
                    end
                    I_BNNEG: begin
                        if (neg_op == 1'b0) begin
                            state <= BRANCH;
                        end else begin
                            state <= PC_EN;
                        end 
                    end
                    I_HALT: begin
                        state <= HALT;
                    end
                endcase
            end
            BRANCH: begin
                branch <=1'b1;
                state <= PC_EN;
            end
            EXEC: begin
                if(decoded_instruction == I_MOVE) begin
                    flags_reg_enable <= 1'b0;
                end else begin
                    flags_reg_enable <= 1'b1;
                end
                state <= WB;
            end
            WB: begin
                c_sel <= 1'b0;
                write_reg_enable <= 1'b1;
                state <= PC_EN;
            end
            LOAD: begin
                addr_sel <= 1'b0;  
                state <= WB_LOAD;
            end
            WB_LOAD: begin
                c_sel <= 1'b1;
                write_reg_enable <= 1'b1;
                state <= PC_EN;
            end
            STORE: begin
                addr_sel <= 1'b0;
                state <= W_MEM;
            end
            W_MEM: begin
                ram_write_enable <= 1'b1;
                state <= PC_EN;
            end
            HALT: begin
                pc_enable <= 1'b0;
                flags_reg_enable <= 1'b0;
                ir_enable <= 1'b0;
                halt <= 1'b1;
                state <= HALT;
            end
            PC_EN: begin
                branch <= 1'b0;
                pc_enable <= 1'b1;
                addr_sel <= 1'b1;
                c_sel <= 1'b0;
                write_reg_enable <= 1'b0;
                state <= FETCH;
            end
        endcase
    end
endmodule : control_unit
```

==> commit_impl_results.txt <==
Update PnR metrics after Yosys + OpenROAD run

- The flow ran to the end, and the final reports show no timing, DRC or antenna violations.
- The last timing report of the flow puts the setup violation total at 0.
- STA classifies the critical path endpoint as a register.
* Tool warnings: 27
- Peak ir drop on the vdd network: 0.1648 mV
* Most common library cell in the layout ignoring fill and taps: sky130_fd_sc_hd__clkdlybuf4s50_1
- Total wire length after detailed routing: 1.891 mm
- Number of diodes added for antenna fixing: 0
- The flow reported a cell area power density of 565.0 nW/um^2.
- Setup ws final: 0.9243 ns
* Cells after Synth: 74
- In this run, post-CTS hold repair placed 0 buffers.
* TritonCTS clock tree: built
* # clock sinks: 22
- Number of library cell types mapped by synthesis: 27
* Cells in synth_stat.txt: 74
- The top cell types in the final layout, fill and taps aside, are sky130_fd_sc_hd__clkdlybuf4s50_1 (19), sky130_fd_sc_hd__edfxtp_1 (11), sky130_fd_sc_hd__dfxtp_1 (11).
- Die span in y: 116 um
- Clock-pin slew was measured on the worst setup and hold paths at 0.08 ns.
- Detailed placement finished with a half-perimeter wire length of 1.511 mm.
- The synthesized design contains 22 register bits.
* First-pass iteration count of the detailed router: 4
* Number of max-slew violations in the final report: 0
* Synthesized area divided by synthesized cell count: 11.58 um^2
* Post-synthesis cell area: 857.1 um^2
* Reported max-cap violation count: 0
* Final hold violations: 0
* Grt ovf: 0
- Per the log, the first TritonRoute iteration ended with a DRC count of 43.
* Number of input and output port buffers inserted: 19
* Root Driver: sky130_fd_sc_hd__clkbuf_8
- Fin cells: 201
* Maximum operating frequency: 596.8 MHz
- The synthesis report lists the Yosys warning total as 0.
- Number of cells after detailed placement: 197
* Pin count of the biggest net entering global routing: 14
- Antenna-violating nets left: 0
* Count of unresolved DRC violations after routing: 0
- Global-route wire length before repair: 3.008 mm
- Setup repair after global routing left no endpoint under its margin.
- The clock arrives with 0.005667 ns of skew.
- Across all register-to-register paths, the minimum setup slack is 1.29 ns.
- Post_cts resized: 0
- In the synthesis report, Yosys lists the chip area as 857.1 um^2.
- Worst Tran Pin Value: 0.3930 ns
- 22 I/O pins were placed.
- In the routed layout, each cell is associated on average with a via count of 2.995.
- The critical path endpoint has a required time of 2.74 ns.
* Area delta synth->final: 44.23%
* Site row count: 34
* Startpoint of the most critical setup path: decoded_instruction[0]
* End point of the critical path: state[7]
- Routability cong.: 0.7924
* Wire length per cell after detailed routing: 9.408 um
- Core utilization at floorplan: 9.686%
- Post-synth seq share: 64.23%
- Post-placement setup slack: 0.6810 ns
* GRT Util Overall: 2.785%
* Worst Min Path Start: state[8]
- Leakage power summed over all cells: 0.4732 nW
* Total setup buffers inserted after CTS: 0
- The tightest min-delay check is of the reg2reg type.
- Adding up every negative setup slack in the final design gives 0 ns.
* Reg2Reg Depth: 2
* Chip footprint: 13,460 um^2
* Post-synth area hogs: sky130_fd_sc_hd__edfxtp_1 (39%), sky130_fd_sc_hd__dfxtp_1 (26%), sky130_fd_sc_hd__or3_1 (5.1%)
- Floorplan Core Area: 8848 um^2
* Maximum fanout along the worst path: 11
- According to the timing report, the arrival time at the worst endpoint equals 1.82 ns.
- The die is 116 um wide.
- Number of buffers created by CTS: 3
* Crit path kind: in2reg
- The via count of the first global-routing pass was 577.
* Number of antenna violations at the first check in global routing: 0
- H-tree levels: 1
- Clock tree buffer depth: 2
* Worst reg2reg path startpoint: state[1]
* Insertion Delay late pin: 0.26 ns
- Endpoint of the most critical register-to-register path: state[7]
* Max transition margin: 73.72%
- Summed over all instances, the cell type with the most area after synthesis is sky130_fd_sc_hd__edfxtp_1.
* Period minus WS final: 1.676 ns
- Area share of the leading cell type in the synthesized netlist: 38.54%
- The final timing summary puts the cycle share of the worst path at 64.45%.
* Layout cell share with drive strength beyond 1: 5.376%
* Routed vias: 602
* Crit start category: input pin
-- Yosys cell counts --
master / count
sky130_fd_sc_hd__dfxtp_1: 11
sky130_fd_sc_hd__edfxtp_1: 11
sky130_fd_sc_hd__or3_1: 7
sky130_fd_sc_hd__nor2_1: 6
sky130_fd_sc_hd__and3_1: 4
sky130_fd_sc_hd__inv_1: 4
sky130_fd_sc_hd__nand2_1: 3
sky130_fd_sc_hd__o21bai_1: 3
sky130_fd_sc_hd__a21oi_1: 2
sky130_fd_sc_hd__buf_2: 2
sky130_fd_sc_hd__clkbuf_1: 2
sky130_fd_sc_hd__nand3_1: 2
sky130_fd_sc_hd__nor3_1: 2
sky130_fd_sc_hd__or2_1: 2
sky130_fd_sc_hd__a311o_1: 1
sky130_fd_sc_hd__a41o_1: 1
sky130_fd_sc_hd__a41oi_1: 1
sky130_fd_sc_hd__mux2i_1: 1
sky130_fd_sc_hd__nand4bb_1: 1
sky130_fd_sc_hd__nor3b_1: 1
sky130_fd_sc_hd__nor4b_1: 1
sky130_fd_sc_hd__o211ai_1: 1
sky130_fd_sc_hd__o21ai_0: 1
sky130_fd_sc_hd__o21ai_1: 1
sky130_fd_sc_hd__or2_2: 1
sky130_fd_sc_hd__or4_1: 1
sky130_fd_sc_hd__xor2_1: 1
-- worst min path at each step --
| stage | endpoint | slack (ns) | cells past startpoint |
|---|---|---|---|
| final | state[5] | 0.34 | 0 |
| after global routing | state[5] | 0.35 | 0 |
| after CTS | state[5] | 0.34 | 0 |
-- power breakdown --
group | leakage (nW) | switching (W) | internal, W
clock | 0.0357 | 0.0000994 | 0.000205
sequential | 0.198 | 0 | 0.000361
combinational | 0.239 | 0.0000170 | 0.0000161
total | 0.473 | 0.000116 | 0.000582
-- state kept, by name, summed over array words and instances (netlist names) --
| name | cells |
|---|---|
| state | 11 |
| operation | 2 |
| addr_sel | 1 |
| branch | 1 |
| c_sel | 1 |
| flags_reg_enable | 1 |
| halt | 1 |
| ir_enable | 1 |
| pc_enable | 1 |
| ram_write_enable | 1 |
| write_reg_enable | 1 |
-- kinds of logic (layout without fill, tap and decap cells) --
kind of cell	Yosys count	in the layout	synth area share [%]
multiplexers	1	1	1.168
AND/OR/NAND/NOR	31	31	20.58
flip-flops	22	22	64.23
XOR/XNOR	1	1	1.022
buffers and inverters	8	27	3.795
AND-OR/OR-AND	11	11	9.196
-- worst max-delay path: stages --
cell,delay (ns)
sky130_fd_sc_hd__clkdlybuf4s50_1,0.71
sky130_fd_sc_hd__and3_1,0.24
sky130_fd_sc_hd__nor3_1,0.07
sky130_fd_sc_hd__a311o_1,0.27
-- through the flow --
stage / area [um^2] / power (W) / utilization [%] / hold slack, ns
final: 1236 / 0.0006985 / 13.97 / 0.3405
after global routing: 1236 / 0.0007373 / 13.97 / 0.3541
after CTS: 1236 / 0.0007058 / 13.97 / 0.3430
after detailed placement: 1165 / 0.0004010 / 13.16 / 0.3324
after global placement: 1165 / 0.0004002 / 13.16 / 0.3295
after floorplan: 857.1 / 0.0003839 / - / 0.3230
-- area by class of cell --
type                    instances  area (um^2)
clock buffers                   3        41.29
clock inverters                 1        30.03
fillers                       987         7612
inverters                       4        15.01
multi-input cells              44        274.0
flip-flops and latches         22        550.5
well taps                     108        135.1
repair buffers                 19        190.2
-- routing by layer --
layer | global-route usage, % | wire length [um] | vias to the layer above
met2 | 3.337 | 663 | 23
met4 | 0.8340 | 56 | 0
met1 | 4.157 | 973 | 270
li1 | - | - | 307
met3 | 1.413 | 198 | 2
met5 | 0 | 0 | -
No activity file was given, so power comes from the tool's default toggle rates.
